==> flow/run.sh <==
#!/bin/bash
# OpenROAD 26Q1-2900-gdf79404cd8, Yosys 0.63+post, stock flow scripts
make -C /OpenROAD-flow-scripts/flow DESIGN_CONFIG=/design/flow/config.mk WORK_HOME=/design/flow/orfs finish
==> flow/config.mk <==
export PLATFORM = sky130hd
export DESIGN_NAME = VGA_selector
export DESIGN_NICKNAME = VGA_selector
export VERILOG_FILES = /design/flow/design.v
export SDC_FILE = /design/flow/constraint.sdc
export NUM_CORES = 4
export LEC_CHECK = 1
export CORE_AREA = 10 10 279 279
export DIE_AREA = 0 0 289 289
==> flow/constraint.sdc <==
current_design VGA_selector

set clk_period 21.9
set clk_io_pct 0.2

create_clock -name clk0 -period $clk_period [get_ports {clk_vga}]

set non_clock_inputs [all_inputs -no_clocks]
set_input_delay [expr $clk_period * $clk_io_pct] -clock clk0 $non_clock_inputs
set_output_delay [expr $clk_period * $clk_io_pct] -clock clk0 [all_outputs]
==> flow/design.v <==
module Monster_state_calculator(m0, m1, m2, m3, m4, m5, m6, m7, m8, m9, m10, m11, x_bg, y_bg, addr_monster, monster_up_on, monster_down_on, monster_left_on, monster_right_on);
    input wire [18: 0] m0, m1, m2, m3, m4, m5, m6, m7, m8, m9, m10, m11;
    input wire [7: 0] x_bg, y_bg;
    output wire [8: 0] addr_monster;
    output wire monster_up_on, monster_down_on, monster_left_on, monster_right_on;
    parameter
        MONS_W = 20,
        MONS_H = 21,
        MONSTERS = 12;
    wire [11: 0] monster;
    wire [7: 0] x_monster, y_monster;
    wire [11: 0] addr;
    assign monster[0] = m0[0] && (x_bg >= m0[10: 3]) && (x_bg < m0[10: 3] + MONS_W) && (y_bg >= m0[18: 11]) && (y_bg < m0[18: 11] + MONS_H);
    assign monster[1] = m1[0] && (x_bg >= m1[10: 3]) && (x_bg < m1[10: 3] + MONS_W) && (y_bg >= m1[18: 11]) && (y_bg < m1[18: 11] + MONS_H);
    assign monster[2] = m2[0] && (x_bg >= m2[10: 3]) && (x_bg < m2[10: 3] + MONS_W) && (y_bg >= m2[18: 11]) && (y_bg < m2[18: 11] + MONS_H);
    assign monster[3] = m3[0] && (x_bg >= m3[10: 3]) && (x_bg < m3[10: 3] + MONS_W) && (y_bg >= m3[18: 11]) && (y_bg < m3[18: 11] + MONS_H);
    assign monster[4] = m4[0] && (x_bg >= m4[10: 3]) && (x_bg < m4[10: 3] + MONS_W) && (y_bg >= m4[18: 11]) && (y_bg < m4[18: 11] + MONS_H);
    assign monster[5] = m5[0] && (x_bg >= m5[10: 3]) && (x_bg < m5[10: 3] + MONS_W) && (y_bg >= m5[18: 11]) && (y_bg < m5[18: 11] + MONS_H);
    assign monster[6] = m6[0] && (x_bg >= m6[10: 3]) && (x_bg < m6[10: 3] + MONS_W) && (y_bg >= m6[18: 11]) && (y_bg < m6[18: 11] + MONS_H);
    assign monster[7] = m7[0] && (x_bg >= m7[10: 3]) && (x_bg < m7[10: 3] + MONS_W) && (y_bg >= m7[18: 11]) && (y_bg < m7[18: 11] + MONS_H);
    assign monster[8] = m8[0] && (x_bg >= m8[10: 3]) && (x_bg < m8[10: 3] + MONS_W) && (y_bg >= m8[18: 11]) && (y_bg < m8[18: 11] + MONS_H);
    assign monster[9] = m9[0] && (x_bg >= m9[10: 3]) && (x_bg < m9[10: 3] + MONS_W) && (y_bg >= m9[18: 11]) && (y_bg < m9[18: 11] + MONS_H);
    assign monster[10] = m10[0] && (x_bg >= m10[10: 3]) && (x_bg < m10[10: 3] + MONS_W) && (y_bg >= m10[18: 11]) && (y_bg < m10[18: 11] + MONS_H);
    assign monster[11] = m11[0] && (x_bg >= m11[10: 3]) && (x_bg < m11[10: 3] + MONS_W) && (y_bg >= m11[18: 11]) && (y_bg < m11[18: 11] + MONS_H);
    assign monster_up_on = (m0[2: 1] == 2'b00 && monster[0]) || (m1[2: 1] == 2'b00 && monster[1]) || (m2[2: 1] == 2'b00 && monster[2]) || (m3[2: 1] == 2'b00 && monster[3]) || (m4[2: 1] == 2'b00 && monster[4]) || (m5[2: 1] == 2'b00 && monster[5]) || (m6[2: 1] == 2'b00 && monster[6]) || (m7[2: 1] == 2'b00 && monster[7]) || (m8[2: 1] == 2'b00 && monster[8]) || (m9[2: 1] == 2'b00 && monster[9]) || (m10[2: 1] == 2'b00 && monster[10]) || (m11[2: 1] == 2'b00 && monster[11]);
    assign monster_down_on = (m0[2: 1] == 2'b01 && monster[0]) || (m1[2: 1] == 2'b01 && monster[1]) || (m2[2: 1] == 2'b01 && monster[2]) || (m3[2: 1] == 2'b01 && monster[3]) || (m4[2: 1] == 2'b01 && monster[4]) || (m5[2: 1] == 2'b01 && monster[5]) || (m6[2: 1] == 2'b01 && monster[6]) || (m7[2: 1] == 2'b01 && monster[7]) || (m8[2: 1] == 2'b01 && monster[8]) || (m9[2: 1] == 2'b01 && monster[9]) || (m10[2: 1] == 2'b01 && monster[10]) || (m11[2: 1] == 2'b01 && monster[11]);
    assign monster_left_on = (m0[2: 1] == 2'b10 && monster[0]) || (m1[2: 1] == 2'b10 && monster[1]) || (m2[2: 1] == 2'b10 && monster[2]) || (m3[2: 1] == 2'b10 && monster[3]) || (m4[2: 1] == 2'b10 && monster[4]) || (m5[2: 1] == 2'b10 && monster[5]) || (m6[2: 1] == 2'b10 && monster[6]) || (m7[2: 1] == 2'b10 && monster[7]) || (m8[2: 1] == 2'b10 && monster[8]) || (m9[2: 1] == 2'b10 && monster[9]) || (m10[2: 1] == 2'b10 && monster[10]) || (m11[2: 1] == 2'b10 && monster[11]);
    assign monster_right_on = (m0[2: 1] == 2'b11 && monster[0]) || (m1[2: 1] == 2'b11 && monster[1]) || (m2[2: 1] == 2'b11 && monster[2]) || (m3[2: 1] == 2'b11 && monster[3]) || (m4[2: 1] == 2'b11 && monster[4]) || (m5[2: 1] == 2'b11 && monster[5]) || (m6[2: 1] == 2'b11 && monster[6]) || (m7[2: 1] == 2'b11 && monster[7]) || (m8[2: 1] == 2'b11 && monster[8]) || (m9[2: 1] == 2'b11 && monster[9]) || (m10[2: 1] == 2'b11 && monster[10]) || (m11[2: 1] == 2'b11 && monster[11]);
    assign x_monster = ({8{monster[0]}} & (x_bg - m0[10: 3])) |
        ({8{monster[1]}} & (x_bg - m1[10: 3])) |
        ({8{monster[2]}} & (x_bg - m2[10: 3])) |
        ({8{monster[3]}} & (x_bg - m3[10: 3])) |
        ({8{monster[4]}} & (x_bg - m4[10: 3])) |
        ({8{monster[5]}} & (x_bg - m5[10: 3])) |
        ({8{monster[6]}} & (x_bg - m6[10: 3])) |
        ({8{monster[7]}} & (x_bg - m7[10: 3])) |
        ({8{monster[8]}} & (x_bg - m8[10: 3])) |
        ({8{monster[9]}} & (x_bg - m9[10: 3])) |
        ({8{monster[10]}} & (x_bg - m10[10: 3])) |
        ({8{monster[11]}} & (x_bg - m11[10: 3]));
    assign y_monster = ({8{monster[0]}} & (y_bg - m0[18: 11])) |
        ({8{monster[1]}} & (y_bg - m1[18: 11])) |
        ({8{monster[2]}} & (y_bg - m2[18: 11])) |
        ({8{monster[3]}} & (y_bg - m3[18: 11])) |
        ({8{monster[4]}} & (y_bg - m4[18: 11])) |
        ({8{monster[5]}} & (y_bg - m5[18: 11])) |
        ({8{monster[6]}} & (y_bg - m6[18: 11])) |
        ({8{monster[7]}} & (y_bg - m7[18: 11])) |
        ({8{monster[8]}} & (y_bg - m8[18: 11])) |
        ({8{monster[9]}} & (y_bg - m9[18: 11])) |
        ({8{monster[10]}} & (y_bg - m10[18: 11])) |
        ({8{monster[11]}} & (y_bg - m11[18: 11]));
    assign addr = {y_monster, 4'b0000} + {2'b00, y_monster, 2'b00} + {4'b0000, x_monster};
    assign addr_monster = addr[8: 0];
endmodule
module VGA_selector(alive, clk_vga, clk_hero, clk_pace, data_bg, data_hero_main_0, data_hero_main_1, data_hero_up, data_hero_down, data_hero_left, data_hero_right, data_monster_up_0, data_monster_up_1, data_monster_down_0, data_monster_down_1, data_monster_left_0, data_monster_left_1, data_monster_right_0, data_monster_right_1, addr_bg, addr_hero, addr_monster, state_monsters, state_hero, x_ptr, y_ptr, pressing, RGB);
    input wire clk_vga, clk_hero, clk_pace, alive;
    input wire pressing;
    input wire [7: 0] data_bg, data_hero_main_0, data_hero_main_1, data_hero_up, data_hero_down, data_hero_left, data_hero_right, data_monster_up_0, data_monster_up_1, data_monster_down_0, data_monster_down_1, data_monster_left_0, data_monster_left_1, data_monster_right_0, data_monster_right_1;
    input wire [227: 0] state_monsters;
    input wire [1: 0] state_hero;
    input wire [9: 0] x_ptr, y_ptr;
    output wire [15: 0] addr_bg;
    output wire [8: 0] addr_hero, addr_monster;
    output reg [7: 0] RGB;
    wire [7: 0] x_bg, y_bg;
    wire [4: 0] x_hero, y_hero;
    wire bg_on, hero_main_on, hero_up_on, hero_down_on, hero_left_on, hero_right_on;
    wire monster_up_on, monster_down_on, monster_left_on, monster_right_on, monster_on;
    parameter
        TRANSPARENT = 8'b11111100,
        LEFT = 155,
        BG_W = 330,
        BG_H = 480,
        HERO_LEFT = 72,
        HERO_UP = 112,
        HERO_W = 21,
        HERO_MAIN_H = 15,
        HERO_HORI_H = 19,
        HERO_VERT_H = 16,
        MONS_W = 20,
        MONS_H = 21,
        MONSTERS = 12;
    assign x_bg = (x_ptr - LEFT) / 2;
    assign y_bg = y_ptr / 2;
    assign x_hero = x_bg - HERO_LEFT;
    assign y_hero = y_bg - HERO_UP;
    assign addr_bg = {1'b0, y_bg, 7'b0000000} + {3'b000, y_bg, 5'b00000} + {6'b000000, y_bg, 2'b00} + {8'b00000000, y_bg} + {8'b00000000, x_bg};
    assign addr_hero = {y_hero, 4'b0000} + {2'b00, y_hero, 2'b00} + {4'b0000, y_hero} + {4'b0000, x_hero};
    assign bg_on = (x_ptr >= LEFT) && (x_ptr < LEFT + BG_W) && (y_ptr >= 0) && (y_ptr < BG_H);
    assign hero_main_on = (x_bg >= HERO_LEFT) && (x_bg < HERO_LEFT + HERO_W) && (y_bg >= HERO_UP) && (y_bg < HERO_UP + HERO_MAIN_H);
    assign hero_up_on = (x_bg >= HERO_LEFT) && (x_bg < HERO_LEFT + HERO_W) && (y_bg >= HERO_UP) && (y_bg < HERO_UP + HERO_VERT_H);
    assign hero_down_on = (x_bg >= HERO_LEFT) && (x_bg < HERO_LEFT + HERO_W) && (y_bg >= HERO_UP) && (y_bg < HERO_UP + HERO_VERT_H);
    assign hero_left_on = (x_bg >= HERO_LEFT) && (x_bg < HERO_LEFT + HERO_W) && (y_bg >= HERO_UP) && (y_bg < HERO_UP + HERO_HORI_H);
    assign hero_right_on = (x_bg >= HERO_LEFT) && (x_bg < HERO_LEFT + HERO_W) && (y_bg >= HERO_UP) && (y_bg < HERO_UP + HERO_HORI_H);
    assign monster_on = monster_up_on | monster_down_on | monster_left_on | monster_right_on;
    Monster_state_calculator monster_state_calculator(state_monsters[18: 0], state_monsters[37: 19], state_monsters[56: 38], state_monsters[75: 57], state_monsters[94: 76], state_monsters[113: 95], state_monsters[132: 114], state_monsters[151: 133], state_monsters[170: 152], state_monsters[189: 171], state_monsters[208: 190], state_monsters[227: 209], x_bg, y_bg, addr_monster, monster_up_on, monster_down_on, monster_left_on, monster_right_on);
    always @(posedge clk_vga) begin
        if (bg_on) begin
            if (alive && monster_on) begin
                if (monster_up_on && clk_hero && data_monster_up_0 != TRANSPARENT) begin
                    RGB <= data_monster_up_0;
                end
                else if (monster_up_on && !clk_hero && data_monster_up_1 != TRANSPARENT) begin
                    RGB <= data_monster_up_1;
                end
                else if (monster_down_on && clk_hero && data_monster_down_0 != TRANSPARENT) begin
                    RGB <= data_monster_down_0;
                end
                else if (monster_down_on && !clk_hero && data_monster_down_1 != TRANSPARENT) begin
                    RGB <= data_monster_down_1;
                end
                else if (monster_left_on && clk_hero && data_monster_left_0 != TRANSPARENT) begin
                    RGB <= data_monster_left_0;
                end
                else if (monster_left_on && !clk_hero && data_monster_left_1 != TRANSPARENT) begin
                    RGB <= data_monster_left_1;
                end
                else if (monster_right_on && clk_hero && data_monster_right_0 != TRANSPARENT) begin
                    RGB <= data_monster_right_0;
                end
                else if (monster_right_on && !clk_hero && data_monster_right_1 != TRANSPARENT) begin
                    RGB <= data_monster_right_1;
                end
                else
                    RGB <= data_bg;
            end
            else if (pressing) begin
                case (state_hero)
                    2'b00: begin
                        if (hero_up_on && data_hero_up != TRANSPARENT)
                            RGB <= data_hero_up;
                        else
                            RGB <= data_bg;
                    end
                    2'b01: begin
                        if (hero_down_on && data_hero_down != TRANSPARENT)
                            RGB <= data_hero_down;
                        else
                            RGB <= data_bg;
                    end
                    2'b10: begin
                        if (hero_left_on && data_hero_left != TRANSPARENT)
                            RGB <= data_hero_left;
                        else
                            RGB <= data_bg;
                    end
                    2'b11: begin
                        if (hero_right_on && data_hero_right != TRANSPARENT)
                            RGB <= data_hero_right;
                        else
                            RGB <= data_bg;
                    end
                endcase
            end
            else if (hero_main_on && clk_hero && data_hero_main_0 != TRANSPARENT)
                RGB <= data_hero_main_0;
            else if (hero_main_on && !clk_hero && data_hero_main_1 != TRANSPARENT)
                RGB <= data_hero_main_1;
            else
                RGB <= data_bg;
        end
        else
            RGB <= 8'b0;
    end
endmodule
==> results.json <==
{
  "fmax_ghz": 0.0619,
  "netlist_area_um2": 19000,
  "gp_congestion": 1.01,
  "postCtsHoldBufs": 0,
  "pwr-share-seq_pct": 1.7,
  "ys.warnings.count": 1,
  "drtIter0Drc": 1102,
  "busiest_layer": "met2",
  "cts_setup_buffers": 0,
  "rows": 98,
  "cts_buffer_depth": 2,
  "ff_type": "dfxtp_1",
  "worst_slew_pin_slew_ns": 0.939,
  "async_reset_ff_share_pct": 0,
  "n_fill_cell": 7634,
  "seq_area_um2": 160,
  "logic_area_um2": 17500,
  "placed_cells": 3859,
  "use_met3_pct": 5.97,
  "largest_reg_flops": 8,
  "fin_crit_ns": 16.17,
  "fin_crit_sh_pct": 73.8,
  "power.density_nw_per_um2": 40.1,
  "grt_start_max_net_pins": 36,
  "endpoint_kind": "output pin",
  "setup_viol": 0,
  "p_sw_share_pct": 51.0,
  "finalNonFillerCells": 3871,
  "clk_pin_slew_ns": 0.04,
  "final_common_cell": "ha_1",
  "grt_pass1_vias": 19814,
  "portBuffers": 414,
  "top_regs": "RGB: 8 flops",
  "yosysChipArea_um2": 19000,
  "wl_um": 87300,
  "lay_top_cells": "420 x ha_1, 410 x clkdlybuf4s50_1, 308 x inv_1",
  "overflow": 0,
  "cts_resized": 0,
  "drc": 0,
  "htree_levels": 1,
  "drive_above_1_share_pct": 3.61,
  "start_kind": "input pin",
  "numSynthFlops": 8,
  "grt_antenna_before_repair": 37,
  "combPwrFrac_pct": 94.8,
  "die-area_um2": 83500,
  "synth.distinct_cells": 111,
  "internal_power_mw": 0.481,
  "finalHoldViolCount": 0,
  "die_h_um": 289,
  "path_class": "in -> out",
  "first_pass_iters": 5,
  "grt_usage_pct": 20.4,
  "ys_seq_share_pct": 0.844,
  "tns_ns": 0,
  "ys_cells": 2502,
  "required_ns": 17.52,
  "area_growth_pct": 28.9,
  "crit_start": "x_ptr[1]",
  "clock-sinks": 8,
  "rsz0062_at_grt": "no",
  "vias": 20261,
  "globalRouteMet1Util_pct": 25.3,
  "pwr-share-clk_pct": 3.5,
  "top_register": "RGB",
  "p_leak_nw": 10.9,
  "slew_violations": 0,
  "wl_per_cell_um": 22.6,
  "warning_count": 42,
  "place_hpwl_um": 74900,
  "routed_via_density": 5.23,
  "cts_tree": "built",
  "maxCapViolCount": 0,
  "synthCells": 2502,
  "grt_pass1_wl_um": 126000,
  "crit_arrival_ns": 11.79,
  "die_x_um": 289,
  "ir_worst_vdd_mv": 0.0535,
  "ant_nets": 0,
  "hold_class": "in -> reg",
  "maxSlewHeadroom_pct": 36.4,
  "core-area_um2": 71600,
  "ioPinCount": 417,
  "status": "completed",
  "edf_count": 0,
  "endpoint": "addr_monster[8]",
  "syn_area_per_cell_um2": 7.59,
  "fp_util_pct": 26.5,
  "switchingPower_mw": 0.502,
  "grt_use_met2_pct": 34.9,
  "numCtsBuffers": 3,
  "cts-root-buf": "clkbuf_16",
  "cp_max_fo": 22
}
==> worst max-delay path: stages <==
cell	delay [ns]
clkdlybuf4s50_1	0.58
ha_1	0.29
xnor2_2	0.13
buf_4	0.42
inv_1	0.41
fa_1	0.54
o21bai_1	0.14
a21oi_1	0.13
a31oi_1	0.27
a31oi_1	0.19
a2111o_1	0.75
o221ai_1	0.46
a211oi_1	0.13
nand4_1	0.22
inv_1	0.11
fa_1	0.57
inv_1	0.06
ha_1	0.28
a21o_1	0.17
a21oi_1	0.21
o21bai_1	0.09
a21oi_1	0.18
xnor2_1	0.14
xnor2_1	0.36
clkdlybuf4s50_1	0.55
==> worst min-delay path by stage <==
stage / cells past startpoint / startpoint / endpoint / slack, ns
global route: 3 / data_monster_left_1[6] / RGB[6] / 4.93
finish: 3 / data_monster_left_1[6] / RGB[6] / 4.90
CTS: 3 / data_monster_left_1[6] / RGB[6] / 4.89
==> layer usage <==
layer,routed length [µm],vias to the layer above,part of all wire [%]
met2,41000,603,47
met1,36100,9401,41
met4,2110,60,2.4
li1,-,10069,-
met5,373,-,0.43
met3,7790,128,8.9
==> synthesized netlist by cell type, drive strengths merged, types with 14 or more instances <==
library cell,n,area [µm²]
ha,420,5260
inv,310,1170
xnor2,196,1720
nor2,177,664
a21oi,175,895
o21ai,139,707
nand2,103,397
nor3,69,372
xor2,67,587
a21o,63,473
fa,46,921
nor2b,46,288
nand2b,44,275
nand4,36,225
a221oi,33,295
a22oi,32,250
nand3,31,155
mux2i,29,290
o21bai,29,218
or3,28,175
clkbuf,26,98.8
o211ai,23,183
a211oi,22,175
a31oi,22,138
o21a,22,166
nand4b,20,175
nor4,19,155
buf,17,134
maj3,17,175
o22ai,17,106
and3,14,92.6
o2111ai,14,123
o311ai,14,123
==> per-stage QoR <==
stage	util, %	cell area, µm²	hold slack (ns)	total power [mW]	setup WS [ns]
6_report	34.2	24500	4.90	0.983	5.73
3_3_place_gp	34.0	24400	5.05	0.945	5.72
5_1_grt	34.2	24500	4.93	1.08	5.39
2_1_floorplan	-	19000	4.55	0.546	6.86
4_1_cts	34.1	24500	4.89	0.987	5.66
3_5_place_dp	34.0	24400	5.05	0.945	5.69
==> cells by family (layout without fill, tap and decap cells) <==
family	after synthesis	count (layout)	share of synthesized area, %
muxes	35	35	2.06
xor gates and xnor gates	263	263	12.1
DFF	8	8	0.844
and+or+nand+nor	621	621	17.1
other	0	9	0
buffers and inverters	353	763	7.37
AOI/OAI and AO/OA	739	739	27.0
adders and majority gates	483	483	33.5
==> final cells by class <==
class,instances,area share (%)
multi-input cells,2141,71.4
repair buffers,450,18.0
well taps,950,4.86
inverters,310,4.76
flip-flops and latches,8,0.654
clock buffers,3,0.307
diodes,9,0.0920
==> power by group through the flow <==
stage	clock, mW	combinational [mW]	sequential [mW]
5_1_grt	0.0338	1.03	0.0167
4_1_cts	0.0348	0.935	0.0167
6_report	0.0344	0.931	0.0167
No activity file was given, so power comes from the tool's default toggle rates.
