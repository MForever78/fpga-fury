<file path="/design/flow/run.sh">
#!/bin/bash
# OpenROAD 26Q1-2900-gdf79404cd8, Yosys 0.63+post, stock flow scripts
make -C /OpenROAD-flow-scripts/flow DESIGN_CONFIG=/design/flow/config.mk WORK_HOME=/design/flow/orfs finish
</file>
<file path="/design/flow/config.mk">
export PLATFORM = sky130hd
export DESIGN_NAME = State_machine
export DESIGN_NICKNAME = State_machine
export VERILOG_FILES = /design/flow/design.v
export SDC_FILE = /design/flow/constraint.sdc
export NUM_CORES = 4
export LEC_CHECK = 1
export CORE_UTILIZATION = 40
</file>
<file path="/design/flow/constraint.sdc">
current_design State_machine

set clk_period 10.7
set clk_io_pct 0.2

create_clock -name clk0 -period $clk_period [get_ports {clk_game}]
create_clock -name clk1 -period $clk_period [get_ports {power}]

set non_clock_inputs [all_inputs -no_clocks]
set_input_delay [expr $clk_period * $clk_io_pct] -clock clk0 $non_clock_inputs
set_output_delay [expr $clk_period * $clk_io_pct] -clock clk0 [all_outputs]
</file>
<file path="/design/flow/design.v">
module State_machine(clk_game, clk_move, state_hero, power, pressing, alive, state_monsters, toggle, score_pulse);
    input wire clk_game, clk_move, power, pressing;
    input wire [1: 0] state_hero;
    output reg alive, toggle;
    output reg [227: 0] state_monsters;
    output reg [MONSTERS - 1: 0] score_pulse;
    reg monsters_alive [MONSTERS - 1: 0];
    reg [1: 0] monsters_direct [MONSTERS - 1: 0];
    reg [7: 0] monsters_x [MONSTERS - 1: 0], monsters_y [MONSTERS -1: 0];
    parameter
        MONSTERS = 12,
        Y_DOWN_0 = 47,
        Y_DOWN_1 = 67,
        Y_DOWN_2 = 87,
        Y_UP_0 = 167,
        Y_UP_1 = 147,
        Y_UP_2 = 127,
        Y_HORI = 105,
        X_VERT = 73,
        X_LEFT_0 = 131,
        X_LEFT_1 = 111,
        X_LEFT_2 = 91,
        X_RIGHT_0 = 14,
        X_RIGHT_1 = 34,
        X_RIGHT_2 = 54;
    wire [1: 0] random;
    wire [11: 0] resurrect;
    reg [31: 0] cnt;
    reg [31: 0] cnt_attack;
    reg [2: 0] attack;
    reg [11: 0] die;
    reg pressed;
    reg toggled;
    reg moved;
    reg attacking;
    initial begin
        cnt = 0;
        attack = 3'b100;
        alive = 0;
        state_monsters = 0;
        toggle = 0;
        toggled = 0;
        die = 0;
    end
    always @(posedge power) begin
        toggle <= ~toggle;
    end
    always @(posedge clk_game) begin
        if (pressing)
            cnt <= cnt + 233;
        else
            cnt <= cnt + 1;
        toggled <= toggle;
        if (toggled != toggle) begin
            alive <= ~alive;
        end
        else
            alive <= ~(|die) & alive;
        pressed <= pressing;
        if (alive) begin
            if (pressing && !pressed) begin
                attack <= state_hero;
                attacking <= 1;
                cnt_attack <= 0;
            end else begin
                if (attacking) begin
                    if (cnt_attack == 500)
                        attacking <= 0;
                    else
                        cnt_attack <= cnt_attack + 1;
                end
            end
        end
    end
    assign random = {cnt[10], cnt[9]};
    assign resurrect = {cnt[20], cnt[23], cnt[10], cnt[2], cnt[9], cnt[15], cnt[3], cnt[12], cnt[5], cnt[31], cnt[29], cnt[0]};
    genvar i;
    generate
        for (i = 0; i < MONSTERS; i = i + 1) begin
            always @(posedge clk_game) begin
                if (!alive) begin
                    state_monsters[i * 19 + 18: i * 19] <= 0;
                    die[i] <= 0;
                end
                if (state_monsters[i * 19] == 1) begin
                    case (state_monsters[i * 19 + 2: i * 19 + 1])
                        2'b00: begin
                            if (state_monsters[i * 19 + 18: i * 19 + 11] == Y_UP_2) begin
                                if (attacking == 1'b1 && attack == 2'b01) begin
                                    state_monsters[i * 19] <= 0;
                                    score_pulse[i] <= 1;
                                end
                            end
                        end
                        2'b01: begin
                            if (state_monsters[i * 19 + 18: i * 19 + 11] == Y_DOWN_2) begin
                                if (attacking == 1'b1 && attack == 2'b00) begin
                                    state_monsters[i * 19] <= 0;
                                    score_pulse[i] <= 1;
                                end
                            end
                        end
                        2'b10: begin
                            if (state_monsters[i * 19 + 10: i * 19 + 3] == X_LEFT_2) begin
                                if (attacking == 1'b1 && attack == 2'b11) begin
                                    state_monsters[i * 19] <= 0;
                                    score_pulse[i] <= 1;
                                end
                            end
                        end
                        2'b11: begin
                            if (state_monsters[i * 19 + 10: i * 19 + 3] == X_RIGHT_2) begin
                                if (attacking == 1'b1 && attack == 2'b10) begin
                                    state_monsters[i * 19] <= 0;
                                    score_pulse[i] <= 1;
                                end
                            end
                        end
                    endcase
                end else begin
                    score_pulse[i] <= 0;
                end
                moved <= clk_move;
                if (clk_move && !moved) begin
                    if (!state_monsters[i * 19] && resurrect[i]) begin
                        state_monsters[i * 19] <= 1'b1;
                        state_monsters[i * 19 + 2: i * 19 + 1] <= random;
                        case (random)
                            2'b00: begin
                                state_monsters[i * 19 + 10: i * 19 + 3] <= X_VERT;
                                state_monsters[i * 19 + 18: i * 19 + 11] <= Y_UP_0;
                            end
                            2'b01: begin
                                state_monsters[i * 19 + 10: i * 19 + 3] <= X_VERT;
                                state_monsters[i * 19 + 18: i * 19 + 11] <= Y_DOWN_0;
                            end
                            2'b10: begin
                                state_monsters[i * 19 + 10: i * 19 + 3] <= X_LEFT_0;
                                state_monsters[i * 19 + 18: i * 19 + 11] <= Y_HORI;
                            end
                            2'b11: begin
                                state_monsters[i * 19 + 10: i * 19 + 3] <= X_RIGHT_0;
                                state_monsters[i * 19 + 18: i * 19 + 11] <= Y_HORI;
                            end
                        endcase
                    end
                    if (state_monsters[i * 19] == 1) begin
                        case (state_monsters[i * 19 + 2: i * 19 + 1])
                            2'b00: begin
                                case (state_monsters[i * 19 + 18: i * 19 + 11])
                                    Y_UP_0: begin
                                        state_monsters[i * 19 + 18: i * 19 + 11] <= Y_UP_1;
                                    end
                                    Y_UP_1: begin
                                        state_monsters[i * 19 + 18: i * 19 + 11] <= Y_UP_2;
                                    end
                                    Y_UP_2: begin
                                        die[i] <= 1;
                                    end
                                endcase
                            end
                            2'b01: begin
                                case (state_monsters[i * 19 + 18: i * 19 + 11])
                                    Y_DOWN_0: begin
                                        state_monsters[i * 19 + 18: i * 19 + 11] <= Y_DOWN_1;
                                    end
                                    Y_DOWN_1: begin
                                        state_monsters[i * 19 + 18: i * 19 + 11] <= Y_DOWN_2;
                                    end
                                    Y_DOWN_2: begin
                                        die[i] <= 1;
                                    end
                                endcase
                            end
                            2'b10: begin
                                case (state_monsters[i * 19 + 10: i * 19 + 3])
                                    X_LEFT_0: begin
                                        state_monsters[i * 19 + 10: i * 19 + 3] <= X_LEFT_1;
                                    end
                                    X_LEFT_1: begin
                                        state_monsters[i * 19 + 10: i * 19 + 3] <= X_LEFT_2;
                                    end
                                    X_LEFT_2: begin
                                        die[i] <= 1;
                                    end
                                endcase
                            end
                            2'b11: begin
                                case (state_monsters[i * 19 + 10: i * 19 + 3])
                                    X_RIGHT_0: begin
                                        state_monsters[i * 19 + 10: i * 19 + 3] <= X_RIGHT_1;
                                    end
                                    X_RIGHT_1: begin
                                        state_monsters[i * 19 + 10: i * 19 + 3] <= X_RIGHT_2;
                                    end
                                    X_RIGHT_2: begin
                                        die[i] <= 1;
                                    end
                                endcase
                            end
                        endcase
                    end
                end
            end
        end
    endgenerate
endmodule
</file>
==> results.ini <==
[clocking]
tritoncts=built
numCtsBuffers=39
post_cts_resized=0
path_clk_slew_ns=0.06
cts-root-buf=clkbuf_16
cts_buffer_depth=3
cts_hold_buf=1
post_cts_buffers=0
htreeDepth=2

[cells_and_area]
layout.cells.non_filler=3339
fillCellCount=4584
drive_gt1_share_pct=6.69
syn2layout_area_growth_pct=20.9

[sta]
maxSlewViolCount=0
tightest_slew_ns=0.831
report.final.setup_viol=0
skew_ns=0.0123
hold_viol_final=0
rsz0062_at_grt=no
slew_headroom_pct=44.4
tns_ns=0

[floorplanning]
placementRows=81
die_y_um=225
die_x_um=225
dieArea_mm2=0.0506
fp.coreArea_mm2=0.0490
fp-utilization_pct=40.6
io_pins=248

[route]
vias=20900
route.detailed.drc=0
totalWireLength_mm=70.3
dr.pass1.iters=6
viasPerCell=6.27
postRouteAntennaNets=0
n_antenna_cell=0
routedWlPerCell_um=21.1
first_iter_violations=2125

[logic_synthesis]
syn_area_mm2=0.0199
synthCells=2503
ys_cells=2503
synth_top_cell_by_area=dfxtp_1
common_cells=dfxtp_1, nand2_1, nor2_1
syn_avg_cell_area_um2=7.95
ys_dominant_reg_cell=dfxtp_1
top_area_share_pct=29.1
ys_chip_area_mm2=0.0199
synth_flops=325
edf_count=36
synth_warnings=2
yosysMostFrequentCell=dfxtp_1
area_leaders=dfxtp_1, edfxtp_1, nand2_1, a21oi_1, o21ai_0
synth_cell_type_count=97
async_reset_ff_share_pct=0
ys_seq_share_pct=34.5

[critical_path]
crit_chain=clkdlybuf4s50_1 -> nor2b_4 -> buf_4 -> buf_4 -> nand2_1 -> nor2_1 -> nor2_1 -> a31o_2
crit_path_start_kind=primary input
critPathMaxStageDelay_ns=0.68
end_kind=register
critical_path_class=in -> reg
cpMaxStageDelayCell=buf_4
required_ns=11.14
critical_path_arrival_ns=5.11
cp_top_family=buffers and inverters
crit_buf_inv=3
worstPathMaxFanout=59

[place]
dp_cells=3271
finalWeightedCongestion=0.916
hpwl_mm=48.0
io_buffers=246

[pwr]
power_mw=3.66
vdd_drop_max_uv=92.5
p_per_area_mw_per_mm2=152
p_leak_nw=7.76

[grt]
grt_pass1_vias=18900
overflow=0
grt_pass1_wl_mm=109
grt_usage_pct=27.9
antenna_found_initial=0
grt_start_max_net_pins=65

[worst_hold_path]
hp-class=reg -> reg

[job]
cap_viol_max_count=0
warnings=28

[outcome]
status=finished, final reports clean

## cell type report
cell class	count	area [um^2]	area share, %
Clock inverter	15	153	0.635
Timing Repair Buffer	283	2740	11.4
Sequential cell	325	6870	28.6
Multi-Input combinational cell	1951	12100	50.5
Inverter	49	184	0.765
Clock buffer	52	1130	4.69
Tap cell	664	831	3.45
## tightest hold or removal path: stages (launching register included)
cell	delay (ns)
dfxtp_1	0.34
xnor2_1	0.16
nand4_1	0.07
o22ai_1	0.05
## where the power goes
group | internal (mW) | switching, mW | total (mW)
clock | 0.808 | 0.546 | 1.35
combinational | 0.322 | 0.419 | 0.741
sequential | 1.34 | 0.229 | 1.57
## cells by family (layout without fill, tap and decap cells)
family,after synthesis,count (layout),synth area share (%)
other,1,1,0.0189
muxes,31,31,1.82
xor gates and xnor gates,56,56,2.47
and+or+nand+nor,1121,1121,30.8
DFF,325,325,34.5
buffers and inverters,227,399,4.66
adders and majority gates,7,7,0.440
AOI/OAI and AO/OA,735,735,25.3
## flip-flops by register name, indices dropped and copies added, names as in the netlist
register and cells:
state_monsters 228, attacking 1, pressed 1, alive 1
cnt_attack 32, toggle 1, cnt 32, toggled 1
score_pulse 12, attack 3, moved 1, die 12
## path summary, 6_finish.rpt
| check | from | to | slack, ns | cells past startpoint |
|---|---|---|---|---|
| setup / recovery | clk_move | state_monsters[97] | 6.03 | 8 |
| hold / removal | toggle | alive | 0.12 | 3 |
| setup reg to reg | alive | state_monsters[132] | 7.62 | 7 |
| hold reg to reg | toggle | alive | 0.12 | 3 |
| max in group clk1 | toggle | toggle | 10.11 | 1 |
| min in group clk1 | toggle | toggle | 0.45 | 1 |
## placed cells by master (no fill, tap or decap), types with 19 or more instances in the layout
master,netlist,routed
nor4_1,72,72
dfxtp_1,289,287
o31ai_1,31,31
nand2_1,286,286
clkbuf_16,0,41
nor3_1,79,79
nand4_1,34,34
o211ai_1,27,27
or3_1,25,25
nor2b_1,32,30
nand4b_1,26,26
buf_4,1,36
nand3b_1,30,30
xnor2_1,34,34
o21ai_0,145,145
o21a_1,21,21
edfxtp_1,36,36
nand3_1,108,108
inv_1,47,46
a21oi_1,165,165
a22oi_1,21,21
and3_1,19,19
xor2_1,22,22
a211oi_1,26,26
nand2b_1,45,44
clkdlybuf4s50_1,0,246
a32oi_1,22,22
nor4b_1,25,24
a31oi_1,50,50
nor2_1,189,188
## routing by layer
metal | vias up | wire [um] | global-route usage, %
met5 | - | 0 | 0
met4 | 0 | 2550 | 9.17
met3 | 150 | 6410 | 6.39
met2 | 973 | 30300 | 40.5
met1 | 9929 | 31100 | 41.9
li1 | 9881 | - | -
## through the flow
stage                     hold WS (ns)  utilization [%]  setup slack (ns)  area, um^2
after global routing             0.151             49.1              5.82       24100
after floorplan                  0.363                -              6.83       19900
after detailed placement         0.436             46.5              5.49       22800
final                            0.122             49.1              6.03       24100
after global placement           0.424             46.5              5.56       22800
after CTS                       0.0995             49.1              6.07       24100
Power is estimated from default activity; no workload was simulated.
