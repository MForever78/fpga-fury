--- ./config.mk ---
export PLATFORM = sky130hd
export DESIGN_NAME = Random
export DESIGN_NICKNAME = Random
export VERILOG_FILES = /design/flow/design.v
export SDC_FILE = /design/flow/constraint.sdc
export NUM_CORES = 4
export LEC_CHECK = 1
export CORE_UTILIZATION = 30
--- ./constraint.sdc ---
current_design Random

set clk_period 13.6
set clk_io_pct 0.2

create_clock -name clk0 -period $clk_period [get_ports {clk}]

set non_clock_inputs [all_inputs -no_clocks]
set_input_delay [expr $clk_period * $clk_io_pct] -clock clk0 $non_clock_inputs
set_output_delay [expr $clk_period * $clk_io_pct] -clock clk0 [all_outputs]
--- ./design.v ---
module Random (clk, reseed, seed_val, out);
    input clk, reseed;
    input [31: 0] seed_val;
    output wire [15: 0] out;
    reg [31: 0] state = 0;
    always @(posedge clk) begin
        if (reseed) state <= seed_val;
        else begin
            state <= state * 32'h343fd + 32'h269EC3;
        end
    end
    assign out = (state >> 16) & 16'h7fff;
endmodule
--- ./run.sh ---
#!/bin/bash
# OpenROAD 26Q1-2900-gdf79404cd8, Yosys 0.63+post, stock flow scripts
make -C /OpenROAD-flow-scripts/flow DESIGN_CONFIG=/design/flow/config.mk WORK_HOME=/design/flow/orfs finish
==> report_table.html <==
<h3>Run summary</h3>
<table>
<tr><th>Metric</th><th>Value</th></tr>
<tr><th colspan="2">Timing</th></tr>
<tr><td>Number of max-slew violations in the final report</td><td>0</td></tr>
<tr><td>Post-Route Skew</td><td>0.00661 ns</td></tr>
<tr><td>Setup TNS</td><td>0 ns</td></tr>
<tr><td>Count of final setup violators</td><td>0</td></tr>
<tr><td>Worst-case headroom to the max-slew limit</td><td>0.569</td></tr>
<tr><td>Minimum period implied by the final worst setup slack</td><td>6.16 ns</td></tr>
<tr><td>Fmax</td><td>162 MHz</td></tr>
<tr><td>Worst-margin pin slew</td><td>0.645 ns</td></tr>
<tr><td>Final Cycle Share</td><td>0.453</td></tr>
<tr><td>Endpoints failing hold</td><td>0</td></tr>
<tr><td>RSZ-0062 raised after global routing</td><td>no</td></tr>
<tr><th colspan="2">Critical path</th></tr>
<tr><td>Most used cell, CP</td><td>sky130_fd_sc_hd__fa_1</td></tr>
<tr><td>Critical path's largest stage delay</td><td>0.56 ns</td></tr>
<tr><td>Worst setup EP type</td><td>flip-flop</td></tr>
<tr><td>Crit-path cells</td><td>inv_1 &gt; fa_1 &gt; fa_1 &gt; fa_1 &gt; inv_1 &gt; fa_1 &gt; fa_1 &gt; inv_1 &gt; fa_1 &gt; inv_1 &gt; ha_1 &gt; a21oi_1 &gt; o21ai_0 &gt; a311oi_1 &gt; a21oi_1 &gt; o31ai_1 &gt; nand3_1 &gt; a31o_2</td></tr>
<tr><td>Launching element type of the critical path</td><td>flip-flop</td></tr>
<tr><td>Required time worst endpoint</td><td>13.78 ns</td></tr>
<tr><td>Crit-path slowest cell</td><td>sky130_fd_sc_hd__dfxtp_1</td></tr>
<tr><td>Crit Path Max Fanout</td><td>7</td></tr>
<tr><td>Worst setup path category</td><td>flip-flop to flip-flop</td></tr>
<tr><td>Critical path data arrival time</td><td>6.34 ns</td></tr>
<tr><th colspan="2">Synthesis</th></tr>
<tr><td>Flops out of synthesis</td><td>31</td></tr>
<tr><td>Number of enable-type register cells in the synthesized netlist</td><td>0</td></tr>
<tr><td>Post-synthesis chip area from yosys</td><td>0.00907 mm²</td></tr>
<tr><td>Post-synth cell types</td><td>57</td></tr>
<tr><td>Ys cells</td><td>995</td></tr>
<tr><td>Fraction of synthesized cell area taken by the top area cell type</td><td>0.384</td></tr>
<tr><td>Instance tally after logic synthesis</td><td>995</td></tr>
<tr><td>Share of synthesized registers carrying an async set or reset</td><td>0</td></tr>
<tr><td>Post-Syn Area per Cell</td><td>9.11 µm²</td></tr>
<tr><td>Top cell types by occurrence after synthesis</td><td>sky130_fd_sc_hd__inv_1, sky130_fd_sc_hd__fa_1, sky130_fd_sc_hd__ha_1</td></tr>
<tr><td>Cell with the most instances after synthesis</td><td>sky130_fd_sc_hd__inv_1</td></tr>
<tr><td>Area leader, netlist</td><td>sky130_fd_sc_hd__fa_1</td></tr>
<tr><td>Leading post-synthesis cells by cell area</td><td>sky130_fd_sc_hd__fa_1, sky130_fd_sc_hd__ha_1, sky130_fd_sc_hd__inv_1, sky130_fd_sc_hd__dfxtp_1, sky130_fd_sc_hd__xnor2_1</td></tr>
<tr><td>Predominant post-synthesis flop cell</td><td>sky130_fd_sc_hd__dfxtp_1</td></tr>
<tr><td>Post-synthesis instance area</td><td>0.00907 mm²</td></tr>
<tr><td>Proportion of synthesized chip area in sequential cells</td><td>0.0685</td></tr>
<tr><td>Number of warnings issued by yosys</td><td>1</td></tr>
<tr><th colspan="2">Place</th></tr>
<tr><td>Gpl congestion</td><td>0.861</td></tr>
<tr><td>HPWL after detailed placement</td><td>17.3 mm</td></tr>
<tr><td>Number of I/O port buffers</td><td>47</td></tr>
<tr><td>Total placed cells including tap cells</td><td>1407</td></tr>
<tr><th colspan="2">Finish</th></tr>
<tr><td>Synth-to-layout area growth</td><td>10.4%</td></tr>
<tr><td>Flip-flop count of the largest register after layout</td><td>31</td></tr>
<tr><td>Register bank with the most flops</td><td>state</td></tr>
<tr><td>Filler cell count</td><td>3019</td></tr>
<tr><td>Ratio of cells with drive above 1 in the final layout</td><td>0.0195</td></tr>
<tr><td>Utilization of the core after routing</td><td>0.337</td></tr>
<tr><td>Largest registers in the final layout</td><td>state: 31 flops</td></tr>
<tr><td>Non-filler instance count after layout</td><td>1415</td></tr>
<tr><th colspan="2">Clocking</th></tr>
<tr><td>Num Clock Sinks</td><td>31</td></tr>
<tr><td>Number of levels in the clock H-tree</td><td>2</td></tr>
<tr><td>CTS tree</td><td>done</td></tr>
<tr><td>Cell chosen for the clock root</td><td>sky130_fd_sc_hd__clkbuf_16</td></tr>
<tr><td>Cts hold-fix bufs</td><td>0</td></tr>
<tr><td>Clk buf depth</td><td>2</td></tr>
<tr><td>Clock network latency to the later pin of the worst-skew pair</td><td>0.29 ns</td></tr>
<tr><td>Post-CTS Setup Inserts</td><td>0</td></tr>
<tr><td>TritonCTS buffer count</td><td>5</td></tr>
<tr><td>Gates resized, CTS repair</td><td>0</td></tr>
<tr><td>Clk pin slew, worst setup/hold paths</td><td>0.06 ns</td></tr>
<tr><th colspan="2">Global route</th></tr>
<tr><td>Via count of the first global-routing pass</td><td>6540</td></tr>
<tr><td>Pin count of the biggest net entering global routing</td><td>59</td></tr>
<tr><td>Total congestion overflow after global routing</td><td>0</td></tr>
<tr><td>First-pass GRT wire length</td><td>33.0 mm</td></tr>
<tr><td>Global router's overall resource usage</td><td>0.143</td></tr>
<tr><td>Number of antenna violations at the first check in global routing</td><td>0</td></tr>
<tr><th colspan="2">Status</th></tr>
<tr><td>Run status</td><td>complete, no violations</td></tr>
<tr><th colspan="2">Min path</th></tr>
<tr><td>HP Class</td><td>flip-flop to flip-flop</td></tr>
<tr><th colspan="2">Drt</th></tr>
<tr><td>DR DRC count</td><td>0</td></tr>
<tr><td>Number of nets with antenna violations after detailed routing</td><td>0</td></tr>
<tr><td>Aggregate routed wire length</td><td>19.2 mm</td></tr>
<tr><td>Routed wire length per instance</td><td>13.6 µm</td></tr>
<tr><td>Drt via density</td><td>4.29</td></tr>
<tr><td>Total vias in the final route</td><td>6064</td></tr>
<tr><td>Count of antenna diodes in the layout</td><td>0</td></tr>
<tr><td>Number of search-and-repair iterations in the first detailed-routing pass</td><td>4</td></tr>
<tr><td>Initial drt markers</td><td>183</td></tr>
<tr><th colspan="2">Run</th></tr>
<tr><td>Max capacitance violation total</td><td>0</td></tr>
<tr><td>Log Warnings</td><td>31</td></tr>
<tr><th colspan="2">Floorplan</th></tr>
<tr><td>Floorplan core area</td><td>0.0297 mm²</td></tr>
<tr><td>Pre-Place Util</td><td>0.305</td></tr>
<tr><td>Count of standard-cell rows</td><td>63</td></tr>
<tr><td>Width of the die</td><td>176 µm</td></tr>
<tr><td>Number of primary I/O pins</td><td>50</td></tr>
<tr><td>Die outline height</td><td>176 µm</td></tr>
<tr><td>Die Size</td><td>0.0309 mm²</td></tr>
</table>
## through the flow
stage               setup WS (ns)  area, µm²  hold WS (ns)
floorplan                    8.20       9070         0.567
global placement             7.38       9870         0.698
detailed placement           7.42       9870         0.707
CTS                          7.39      10000         0.717
global route                 7.13      10000         0.759
finish                       7.44      10000         0.703
## layer usage
metal,routed length (µm),global-route usage,vias to the layer above
met4,206,0.0116,0
met2,9030,0.232,111
li1,-,-,3050
met1,9120,0.211,2894
met3,865,0.0276,9
met5,0,0,-
## critical path, delay by kind of cell (launching register included)
family,cells,cell delay (ns)
buffers and inverters,4,0.39
AND-OR/OR-AND,6,1.66
flip-flops,1,0.56
adder cells (fa/ha/maj),7,3.35
AND/OR/NAND/NOR,1,0.12
## path summary, 6_finish.rpt
kind | startpoint | end | slack, ns | depth (start not counted)
worst max register to register | state[4] | state[27] | 7.44 | 18
worst min-delay path | state[0] | state[0] | 0.70 | 1
worst max-delay path | state[4] | state[27] | 7.44 | 18
worst min register to register | state[0] | state[0] | 0.70 | 1
## layout by cell type, fill, tap and decap left out, drive strengths merged, types with 3 or more instances in the layout
master / Yosys / routed
nand2: 38 / 38
a21o: 10 / 10
nor4: 3 / 3
clkdlybuf4s50: 0 / 46
fa: 174 / 174
a21oi: 25 / 25
or2: 3 / 3
o21ai: 34 / 34
ha: 135 / 135
dfxtp: 31 / 31
o31ai: 6 / 6
xor2: 15 / 15
or3: 6 / 6
o211ai: 4 / 4
and3: 4 / 4
o21a: 8 / 8
o41ai: 3 / 3
clkbuf: 8 / 7
nand2b: 6 / 6
xnor2: 31 / 31
nor2: 16 / 16
and2: 6 / 6
nand3: 8 / 8
nor3: 10 / 10
a211oi: 10 / 10
nand4: 3 / 3
inv: 345 / 345
## logic make-up (layout without fill, tap and decap cells)
family	after synthesis	in the layout	synth area share
xor+xnor	46	46	0.0444
compound gates	122	122	0.0909
mux	2	2	0.00248
simple gates	111	111	0.0609
buf+inv	372	402	0.161
flops	31	31	0.0685
fa+ha+maj	310	310	0.572
other cells	1	1	0.000414
## layout make-up
type | count | area [µm²] | area share
Clock buffer | 7 | 133 | 0.0133
Clock inverter | 1 | 5.00 | 0.000500
Inverter | 346 | 1300 | 0.130
Multi-Input combinational cell | 592 | 6990 | 0.698
Sequential cell | 31 | 621 | 0.0620
Tap cell | 390 | 488 | 0.0488
Timing Repair Buffer | 48 | 473 | 0.0473
